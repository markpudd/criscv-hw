$ cat ./constraint.sdc
current_design peripherals

set clk_period 2.2
set clk_io_pct 0.2

create_clock -name clk0 -period $clk_period [get_ports {clk}]

set non_clock_inputs [all_inputs -no_clocks]
set_input_delay [expr $clk_period * $clk_io_pct] -clock clk0 $non_clock_inputs
set_output_delay [expr $clk_period * $clk_io_pct] -clock clk0 [all_outputs]
$ cat ./run.sh
#!/bin/bash
# OpenROAD 26Q1-2900-gdf79404cd8, Yosys 0.63+post, stock flow scripts
make -C /OpenROAD-flow-scripts/flow DESIGN_CONFIG=/design/flow/config.mk WORK_HOME=/design/flow/orfs finish
$ cat ./config.mk
export PLATFORM = sky130hd
export DESIGN_NAME = peripherals
export DESIGN_NICKNAME = peripherals
export VERILOG_FILES = /design/flow/design.v
export SDC_FILE = /design/flow/constraint.sdc
export NUM_CORES = 4
export LEC_CHECK = 1
export CORE_AREA = 10 10 101 101
export DIE_AREA = 0 0 111 111
$ cat ./design.v
	module peripherals(input clk,
						 input reset,				 
						 input wire [31:0] address,
						 input wire rw_req,
						 input wire  rw,
						 input wire[31:0] write_data,
						 input wire[1:0] size,
						 output wire [31:0] read_data,
						 output wire prec,
						 output reg port,
						 output sout	);
	wire  uart_busy;
	reg  ss;
	reg  [7:0] sdata;
	reg [31:0] i_read_data;
	reg i_prec;
	reg i_port;
	uart  uart(clk, sout,reset,ss,sdata,uart_busy);	
	assign read_data = i_read_data;
	assign prec = i_prec;
	reg [1:0] pstate=3'h0;
	always @ (posedge clk) begin
		if(~reset)
		begin
			i_read_data <=0;
			i_prec <= 0;
		end
		else
			case(pstate)
				2'b00: begin
						 if(rw_req)
						 begin
							if(address == 32'hffffff00) 
							begin
								port <= write_data[0];
								i_prec <=1;
								pstate <= 2'b01;
							end
							if(address == 32'hffffff01) 
							begin
								sdata <= write_data[7:0];
								ss<=1;
								i_prec <=1;
								pstate <= 2'b01;
							end
							if(address == 32'hffffff02) 
							begin
								i_read_data[0] <= {31'h00000000,uart_busy};
								i_prec <=1;
								pstate <= 2'b01;
							end
						 end
						 end
				2'b01: begin
							i_prec <=0;
							ss<=0;
							pstate <= 2'b00;
						 end
			endcase
	end
endmodule				
	module uart(input wire sclk,
					output dout,
				   input reset,
				   input wire ss,
				   input wire [7:0] data,
					output wire busy,
					output wire [7:0] rec_data,
					output wire rec_valid,
					input wire din,
					input wire rr);
	localparam UART_TIME_DELAY = 16'h1458/24;				
	localparam UART_TIME_RDELAY = 18'ha2c/24;
	localparam UART_TIME_QDELAY = 18'h516/24;
	reg [2:0] in_pos;
	reg [7:0] i_data;
	reg [9:0] shiftin;
	reg [10:0] shiftout;
	reg fin;
	reg i_dout;
	reg sending;
	reg [13:0] delay;
	reg [2:0] istate;
	reg [15:0] uartcomp;
	reg [17:0] uartcount;
	reg [7:0] i_rec_data;
	reg [7:0] in_buffer [0:3] ;
	reg [1:0] in_buffer_read_pos;
	reg [1:0] in_buffer_write_pos;
	assign rec_data = in_buffer[in_buffer_read_pos];  
	assign rec_valid = (in_buffer_read_pos != in_buffer_write_pos);  
	reg recclk;
	reg last_din;
	reg [3:0] reccount;
	reg [3:0] sendcount;
	always @(posedge sclk,negedge reset)
	begin
		if(~reset)
		begin
			recclk = 0;
			uartcount = 0;
		end
		else
		begin
			if(din & (last_din != din)) 
			begin
				uartcount= UART_TIME_QDELAY;
				recclk = 0;
			end
			else
			begin
				if(uartcount ==0)
				begin
					recclk = ~recclk;
					uartcount = UART_TIME_RDELAY;
				end
				else
					uartcount = uartcount-18'b1;
			end
			last_din = din;
		end
	end		
	reg finish;
	always @(posedge recclk,posedge ss,negedge reset)
	begin
		if(~reset)
			sendcount = 4'd10;
		else
			if(ss) 
				sendcount=0;
			else
			if(sendcount != 4'd10)
				sendcount = sendcount+4'h1;
			else
				sendcount = 4'd10;
	end
	always @(posedge ss,negedge reset)
	begin
		if(~reset)
			shiftout = 11'b11111111111;
		else
			shiftout = {1'b1,data,2'b01};
	end
	assign dout = shiftout[sendcount];
	assign busy = sendcount != 4'd10;
	always @( posedge rr,negedge reset)
	begin
		if(~reset)
		begin
			in_buffer_read_pos=0;
		end
		else
		begin
			if(in_buffer_read_pos != in_buffer_write_pos)
					in_buffer_read_pos = in_buffer_read_pos+3'b1;
		end
	end
	always @(posedge recclk, negedge reset)
	begin
		if(~reset)
		begin
			shiftin <= 9'h0;
			reccount=  4'h0;
			in_buffer_write_pos=0;
		end
		else
		begin
			shiftin <= {din,shiftin[9:1]};
			if(reccount == 9) 
			begin
				if(shiftin[9] & ~shiftin[0])
				begin
					in_buffer[in_buffer_write_pos] = shiftin[8:1];
					in_buffer_write_pos = in_buffer_write_pos+2'b1;
					reccount = 4'h0;
				end
			end
			else
				reccount = reccount+4'b1;	
		end
	end
endmodule
==> design notes <==
Hold is met by 0.452 ns. Summed over all layers, the routed wires come to 2960 µm. The flow ran to the end, and the final reports show no timing, DRC or antenna violations.

Subtracting the final worst setup slack from the clock period gives 2.12 ns. Summing all non-filler instances in the final layout gives an area of 1930 µm². In the layout the commonest cells are 40 x clkdlybuf4s50_1, 32 x conb_1, 11 x edfxtp_1. The number of global-route vias before repair was 1,028; the worst-path maximum fanout was 8. In this build the clock could be raised as far as 472 MHz.

The logs give 23.8% for the final core utilization and 16.8% for the floorplan utilization. Once synthesis finished, the tally of register bits stood at 27. After synthesis, the design contains 113 cells according to Yosys.

From the final report, the count of setup violators was given as 0. STA classifies the critical path endpoint as a flip-flop. With the later-pin clock latency in the skew report at 0.24 ns, the final number of max-transition violations is 0. The run gives 3 for the number of clock buffers inserted by TritonCTS. Summed over all nets, the half-perimeter wirelength after detailed placement is 2660 µm.

The final worst-path setup slack is 0.0833 ns. The final timing summary puts the cycle share of the worst path at 96.2%. The count of mapped cells out of synthesis came out at 113. The report puts the cell count of the worst reg-to-reg path at 4. The fraction of final layout cells with drive strength greater than 1 works out to 15.1%. The areal power density over the cells was 313 nW/µm².

The final hold violation count recorded for this run is 0. With the mean instance size in the synthesized netlist at 12.1 µm², the count of flip-flops with a built-in enable after synthesis is 11. The run gives 30 for the count of different cell masters after synthesis. The via count came out at 892.

According to the timing report, the data required time at the worst endpoint equals 2.16 ns. In the synthesis report, Yosys lists the chip area as 1360 µm². The tools report the launching point of the worst reg2reg path as pstate[0]$_DFFE_PP_.

Per the OpenROAD floorplan log, the area of the core is 8130 µm². The routed design ends up with an antenna cell count of 0. The overall power came out at 0.000606 W. With the maximum vdd drop at 0.142 mV, the pre-CTS setup slack is -0.342 ns.

The register-to-register path setup slack came out at 0.91 ns. After clock tree synthesis, the flow added hold-fix buffers numbering 0. For this design the static power due to leakage is 0.782 nW. The arrival time of data at the critical path endpoint is 2.07 ns, and the part of the Yosys area used for sequential elements is 54.8%. On the reported timing paths, the clock transition at the registers reads 0.06 ns.

The launch point of the worst min-delay path is recorded as i_prec$_SDFFE_PN0P_. The routed layout reports a DRC error count of 0. The run gives 4840 µm for the wire length of the first global-routing pass. The startpoint type of the worst setup path was an input pin.

Type of the worst min-delay path: flip-flop to flip-flop. The number of unconstrained endpoints came out at 13. The average wire length per cell after detail routing works out to 10.9 µm. The DRC violation total after the first TritonRoute iteration was 23.

Entering global routing, the biggest net connects 19 pins. Setup repair after global routing left no endpoint under its margin. Per the GRT congestion report, total overflow comes to 0. Max-cap violations in this run came to 0. The startpoint of the worst setup timing path is address[8]. The run gives 0 for the number of antenna violations at the first check in global routing. The endpoint identified for the worst register-to-register timing path is sdata[7]$_DFFE_PP_. The area growth from synthesis to layout is 41.7%. The timer found 13 register pins that no clock reaches; their paths are not timed. The die outline area came out at 12,300 µm². In this run the deepest clock path goes through 2 buffers.

After detailed placement, the total cell area comes to 1880 µm². With the count of TritonRoute iterations in the first routing pass at 3, the final weighted congestion of routability-driven global placement is 0.733. The fraction of registers with async set/reset works out to 51.9%. The most used flip-flop cell is edfxtp_1.

Per the detail_route report, vias per standard cell equal 3.29. The run gives 4.54% for the global routing usage summed across all routing layers. 105 I/O pins were placed.

Vertical die dimension: 111 µm. The quantity of I/O buffers inserted on ports works out to 46. The top logic cell by instance count in the layout is clkdlybuf4s50_1.

The root buffer cell was clkbuf_8. Summing over the stages, the warning tally comes to 55. The run gives 0 for the residual antenna-violating net count after detailed routing.

The report lists the number of standard-cell rows as 33. The classification of the worst setup path was input pin to flip-flop. For the yosys synthesis warning count, the log shows 5. With the width of the chip at 111 µm, the clock skew is 0.00238 ns. The capture point of the critical path is sdata[7]$_DFFE_PP_. The run gives 1360 µm² for the post-synthesis instance area.

TritonCTS built the clock tree. The tools report the H-tree depth as 1.
[kinds of logic (layout without fill, tap and decap cells)]
kind of cell               count (synthesis)  count (layout)  share of synthesized area, %
AOI/OAI and AO/OA                          9               9                          3.94
xor gates and xnor gates                   1               1                         0.642
adders and majority gates                  2               2                          1.83
buffers and inverters                     39              61                          19.5
DFF                                       27              27                          54.8
muxes                                      4               4                          3.94
other                                      1              32                         0.275
and+or+nand+nor                           30              30                          15.0
[where the power goes]
group	internal (W)	switching, W
Clock	0.000128	0.0000851
Sequential	0.000294	0.00000163
Combinational	0.0000682	0.0000293
[cells in the mapped netlist, types with 2 or more instances]
master	count	area (µm²)
dfstp_2	9	236
a21oi_1	3	15.0
inv_1	6	22.5
nand2_1	5	18.8
dfbbp_1	2	65.1
o21ai_0	3	15.0
nor4_4	2	42.5
dfxtp_1	2	40.0
nor4_1	2	12.5
dfrtp_1	3	75.1
edfxtp_1	11	330
mux2i_1	2	20.0
buf_4	32	240
nand3b_1	2	15.0
nand3_1	3	15.0
nor2_1	5	18.8
nand4_1	6	37.5
a21boi_1	2	15.0
ha_1	2	25.0
[routing by layer]
| layer | GRT usage, % | share of wire, % | up-vias |
|---|---|---|---|
| met1 | 5.67 | 43 | 407 |
| met5 | 0 | 0 | - |
| li1 | - | - | 439 |
| met4 | 0.608 | 1.1 | 0 |
| met3 | 1.53 | 8.0 | 4 |
| met2 | 7.59 | 48 | 42 |
[stage by stage]
stage               instances  TNS, ns
global placement          267    -3.91
CTS                       271        0
global route              271        0
detailed placement        267    -3.68
finish                    271        0
floorplan                 144        0
[flip-flops by register name, summed over array words and instances (netlist names)]
signal,cells
port,1
uart.shiftout,9
uart.sendcount,4
ss,1
i_read_data,1
uart.recclk,1
pstate,1
sdata,8
i_prec,1
[worst max-delay path, cell delays in order]
cell and delay [ns]:
clkdlybuf4s50_1 0.44, or4b_4 0.46, nor4_4 0.21, nand2_2 0.12, nor4_4 0.23, buf_6 0.17
[timing repair]
item / in CTS / in global routing
setup endpoints to repair: 9 / 8
pin swaps: 1 / 1
setup buffers: 1 / 0
resized: 6 / 2
[layout make-up]
| class | count | area (µm²) |
|---|---|---|
| clock buffers | 4 | 45.0 |
| fillers | 863 | 6200 |
| inverters | 6 | 22.5 |
| multi-input cells | 78 | 485 |
| flip-flops and latches | 27 | 747 |
| well taps | 105 | 131 |
| repair buffers | 51 | 502 |
[worst min path at each step]
stage         depth (start not counted)                  endpoint  slack (ns)
finish                                2       i_prec$_SDFFE_PN0P_        0.45
global route                          2  i_read_data$_SDFFE_PN0P_        0.49
CTS                                   2       i_prec$_SDFFE_PN0P_        0.46
Power figures rest on the tool's default switching activity, not on a simulated workload.
