$ cat config.mk
export PLATFORM = sky130hd
export DESIGN_NAME = vga
export DESIGN_NICKNAME = vga
export VERILOG_FILES = /design/flow/design.v
export SDC_FILE = /design/flow/constraint.sdc
export NUM_CORES = 4
export LEC_CHECK = 1
export CORE_UTILIZATION = 50
export SYNTH_MEMORY_MAX_BITS = 65536
$ cat constraint.sdc
current_design vga

set clk_period 782.5
set clk_io_pct 0.2

create_clock -name clk0 -period $clk_period [get_ports {clk}]
create_clock -name clk1 -period $clk_period [get_ports {vclk}]

set non_clock_inputs [all_inputs -no_clocks]
set_input_delay [expr $clk_period * $clk_io_pct] -clock clk0 $non_clock_inputs
set_output_delay [expr $clk_period * $clk_io_pct] -clock clk0 [all_outputs]
$ cat design.v
	module vga(     input clk,	
					    input vclk,
						 input reset,
						 output wire [31:0] address,
						 output wire rw_req,
						 input wire[15:0] read_data,
						 output wire [7:0] burst_len,
						 input wire data_available,
						 input wire [7:0] cmd_byte,
						 input wire [9:0] cmd_address,
						 input wire cmd_write,
						 output cmd_done,
						 output sd_busy,
						 output [3:0]r,
						 output [3:0]g,
						 output [3:0]b,
						 output vsync,
						 output hsync);
	localparam H_VISABLE= 640; 	
	localparam H_FRONT_PORCH = 16; 	
	localparam H_SYNC_PULSE = 96; 	
	localparam H_BACK_PORCH = 48; 	
	localparam H_TOTAL = H_VISABLE+H_FRONT_PORCH+H_SYNC_PULSE+H_BACK_PORCH; 	
	localparam V_VISABLE= 480; 		
	localparam V_FRONT_PORCH = 10; 	
	localparam V_SYNC_PULSE = 2; 	
	localparam V_BACK_PORCH = 33; 	
	localparam V_TOTAL = V_VISABLE+V_FRONT_PORCH+V_SYNC_PULSE+V_BACK_PORCH; 
	localparam 	IDLE = 2'd0,
				   REQUEST_LINE = 2'd1,
					READ_DATA = 2'd2,
					DONE = 2'd3;
		localparam CMD_WRITE_DELAY= 2; 		
	reg [3:0] palette [0:255][0:2];
	reg [9:0] hpos;
	reg [9:0] vpos;
	reg [1:0] nState;
	reg [1:0] cState;
	reg [31:0] t_frame_start;
	reg [31:0] frame_start;
	reg [31:0] frame_pos;
	reg [15:0] scanline [0:159] ;
	reg [8:0] scanline_pos;
	reg [3:0] no_burst;
	reg [3:0] back_off;
	reg req_burst;
	reg cmd_donel;
	wire [15:0] pixel;
		wire v_vis;
	assign v_vis = vpos <V_VISABLE;
	assign cmd_done =cmd_donel;
	assign burst_len = 8'd31;
	assign vsync = ((vpos > V_VISABLE+V_FRONT_PORCH) && (vpos < V_VISABLE+V_FRONT_PORCH+V_SYNC_PULSE)) ? 1'b0: 1'b1;
	assign hsync = ((hpos > H_VISABLE+H_FRONT_PORCH) && (hpos < H_VISABLE+H_FRONT_PORCH+H_SYNC_PULSE)) ? 1'b0: 1'b1;
	assign rw_req  = (cState== REQUEST_LINE) || (cState==READ_DATA) ;
	assign sd_busy  = (cState== REQUEST_LINE) || (cState==READ_DATA) ;
	assign address = frame_pos;
	assign pixel = (hpos>= H_VISABLE || ~v_vis) ? 0 :  scanline[hpos[9:2]];
	wire [7:0] lu;
	assign lu = !hpos[1] ? pixel[15:8] : pixel[7:0];
	assign r = palette[lu][0];
	assign g = palette[lu][1];
	assign b = palette[lu][2];
	always@(posedge clk) begin
		if(~reset)
		begin
			frame_start<=32'hC00400;
			cmd_donel<=0;
		end
		else 
		begin
			if( cmd_donel==1)
				 cmd_donel<=0;
			else if(cmd_write)
			begin
				case(cmd_address[9:8])
				 2'b00: begin
							 palette[cmd_address[7:0]][0] <= cmd_byte[7:4];
							 cmd_donel<=1;
						  end
				 2'b01: begin
							 palette[cmd_address[7:0]][1] <= cmd_byte[7:4];
							 cmd_donel<=1;
						  end
				 2'b10: begin
							 palette[cmd_address[7:0]][2] <= cmd_byte[7:4];
							 cmd_donel<=1;
						  end
				 2'b11: begin
							 if(cmd_address[2] && cmd_byte[0]) begin
								frame_start<=t_frame_start;
							 end else 
							 begin
							 case(cmd_address[1:0]) 
								2'b00: begin
											t_frame_start[31:24] <= cmd_byte;
										 end
								2'b01: begin
										   t_frame_start[23:16] <= cmd_byte;
									   end
								2'b10: begin
											t_frame_start[15:8] <= cmd_byte;
										 end
								2'b11: begin
											t_frame_start[7:0] <= cmd_byte;
										 end
								endcase
							end
							cmd_donel<=1;
						end
				endcase
			end
		end
		end
	always@(posedge vclk) begin
		if(~reset)
		begin
			hpos <= 0;
			vpos <=0;
		end
		else
		begin
			if(hpos == H_TOTAL) 
			begin
				hpos<=0;
				if(vpos == V_TOTAL) vpos<=0;
				else vpos <= vpos+10'h1;
			end
			else hpos <= hpos+10'h1;
		end
	end
	always@(posedge clk) begin
		if(~reset)
		begin
			scanline_pos=0;
			frame_pos <= frame_start;
			no_burst<=5;
		end
		else
		begin
			if(cState == IDLE && hpos ==0 && vpos ==V_TOTAL-2 ) begin
				frame_pos <= frame_start;
				scanline_pos=0;
				req_burst <=1;
				no_burst<=5;
			end
			if(cState == IDLE && hpos ==H_VISABLE  && vpos[0]==1  && v_vis) begin
				scanline_pos=0;
				req_burst <=1;
				no_burst<=5;
			end
			if(cState == IDLE && no_burst!=0 ) req_burst <=1;
		   if(cState == READ_DATA) begin
					req_burst <=0;
					scanline[scanline_pos] <= read_data;
					scanline_pos = scanline_pos+9'h1;
			end 
		   if(cState == DONE) begin
				frame_pos<=frame_pos+32'd64;
				if(no_burst !=0) no_burst<=no_burst-4'b1;
			end 
		end
	end
always@(posedge clk) begin
	if(~reset)
	begin
		cState = IDLE;
	end
	else
			cState <= nState;
end
	always@ ( * ) begin
		case(cState)
			 IDLE: begin
						if(req_burst) nState = REQUEST_LINE;
						else nState = IDLE;
					 end
			 REQUEST_LINE:
					 begin
						if(data_available) nState = READ_DATA;
						else nState = REQUEST_LINE;
					 end	
			 READ_DATA:
					 begin
						if((scanline_pos & 10'h1f) == 10'h1f ) nState = DONE;
						else nState = READ_DATA;
					 end	
			 DONE:
					 begin
						nState = IDLE;
					 end	
		endcase
	end			
endmodule
$ cat run.sh
#!/bin/bash
# OpenROAD 26Q1-2900-gdf79404cd8, Yosys 0.63+post, stock flow scripts
make -C /OpenROAD-flow-scripts/flow DESIGN_CONFIG=/design/flow/config.mk WORK_HOME=/design/flow/orfs finish
==> reports/summary.json <==
{
  "outcome": {"value": "finished with violations"},
  "failing_checks": {"value": "max-capacitance violations, max-slew violations"},
  "finalWirelength": {"value": 1360000, "unit": "um"},
  "count_of_flip_flops_with_a_built_in_enable_after_synthesis": {"value": 5697},
  "final.setup.worst_slack": {"value": 609.93, "unit": "ns"},
  "numPortBuffers": {"value": 86},
  "cts_hold_repair.buffers": {"value": 2},
  "place.detailed.hpwl": {"value": 949000, "unit": "um"},
  "yosysWarnings": {"value": 1},
  "netlist-cell-type-count": {"value": 105},
  "relSlewSlack": {"value": -0.140},
  "hold_path_class": {"value": "register to register"},
  "cp_data_required_time": {"value": 626.00, "unit": "ns"},
  "ctsResizeCount": {"value": 0},
  "max_stage_delay": {"value": 0.84, "unit": "ns"},
  "grt_first_pass_wirelength": {"value": 1790000, "unit": "um"},
  "ys_seq_share": {"value": 0.622},
  "chip_area": {"value": 0.558, "unit": "mm2"},
  "critical_path_arrival": {"value": 16.07, "unit": "ns"},
  "antenna_found_initial": {"value": 281},
  "drt_first_iter_violations": {"value": 22300},
  "yosys-top-cells-count": {"value": "sky130_fd_sc_hd__edfxtp_1, sky130_fd_sc_hd__nand2_1, sky130_fd_sc_hd__mux4_2"},
  "remaining_drc_errors": {"value": 0},
  "avgSynthCellArea": {"value": 15.0, "unit": "um2"},
  "grt_pass1_vias": {"value": 200000},
  "layout_overhead_on_the_synthesized_area": {"value": 12.6, "unit": "%"},
  "vias_per_cell": {"value": 7.29},
  "rsz0062_at_grt": {"value": "false"},
  "numSynthFlops": {"value": 5766},
  "synth_top_cell_by_area": {"value": "sky130_fd_sc_hd__edfxtp_1"},
  "fp.dieW": {"value": 747, "unit": "um"},
  "detail_route.first_pass.iterations": {"value": 9},
  "antenna_violating_nets_post_route": {"value": 0},
  "dr_total_vias": {"value": 198000},
  "dpl-instance-area": {"value": 0.291, "unit": "mm2"},
  "critical_path_class": {"value": "register to output pin"},
  "worst_path_dominant_cell_family": {"value": "buffers and inverters"},
  "global_route.usage.total": {"value": 0.539},
  "setup-violations-final": {"value": 0},
  "floorplan.core_area": {"value": 0.553, "unit": "mm2"},
  "final.setup.tns": {"value": 0, "unit": "ns"},
  "grt_start_max_net_pins": {"value": 123},
  "synth_top_flop_cell": {"value": "sky130_fd_sc_hd__edfxtp_1"},
  "weighted_congestion_at_the_end_of_routability_driven_global_placement": {"value": 1.17},
  "floorplan.rows": {"value": 273},
  "clk_pin_slew_worst_paths": {"value": 0.06, "unit": "ns"},
  "cp-end-kind": {"value": "output pin"},
  "tool_warnings": {"value": 73},
  "timing.critical_path.buf_inv": {"value": 18},
  "top_area_frac": {"value": 0.617},
  "grt_overflow_total": {"value": 0},
  "synth_dominant_cell_count": {"value": "sky130_fd_sc_hd__edfxtp_1"},
  "fin_cells": {"value": 27200},
  "ys_async_sr_fraction": {"value": 0},
  "fillCellCount": {"value": 42600},
  "timing.reg2reg.setup_slack": {"value": 777.32, "unit": "ns"},
  "final_layout_size_suffix_gt1_frac": {"value": 0.223},
  "wire_per_inst": {"value": 50.1, "unit": "um"},
  "worst-slew-pin-transition": {"value": 1.69, "unit": "ns"},
  "place_inst": {"value": 25600},
  "cpMaxStageDelayCell": {"value": "sky130_fd_sc_hd__nor2_2"},
  "placement.setup.worst_slack": {"value": 610.85, "unit": "ns"},
  "synthesis.instances": {"value": 18500},
  "die_height": {"value": 747, "unit": "um"},
  "hold_ws": {"value": 0.390, "unit": "ns"},
  "crit_path_frequent_cell": {"value": "sky130_fd_sc_hd__buf_4"},
  "yosys-stat-cells": {"value": 18500},
  "io-pin-count": {"value": 96},
  "final_max_slew_viol_count": {"value": 13},
  "clock-skew-final": {"value": 0.0536, "unit": "ns"},
  "clock-sinks": {"value": 5766},
  "initial_utilization": {"value": 0.502},
  "worstSetupStartpointType": {"value": "register"},
  "max-cap-violations": {"value": 6},
  "power-per-cell-area": {"value": 3.26, "unit": "mW/mm2"},
  "post_layout_instance_area": {"value": 0.312, "unit": "mm2"},
  "power.total": {"value": 1.02, "unit": "mW"},
  "synth.top_cells.by_area": {"value": "sky130_fd_sc_hd__edfxtp_1, sky130_fd_sc_hd__mux4_2, sky130_fd_sc_hd__mux2i_1, sky130_fd_sc_hd__nand2_1, sky130_fd_sc_hd__nor2_1"},
  "leakage": {"value": 101, "unit": "nW"},
  "critical_path.max_fanout": {"value": 81},
  "yosysChipArea": {"value": 0.277, "unit": "mm2"},
  "final_core_utilization": {"value": 0.565},
  "hold_viol_final": {"value": 0},
  "post_cts.repair.setup_buffers": {"value": 0},
  "mappedNetlistArea": {"value": 0.277, "unit": "mm2"},
  "vdd_drop_max": {"value": 0.00319, "unit": "mV"},
  "tritoncts": {"value": "done"}
}
power by group:
part / total [mW] / internal, mW / leakage, nW / switching (mW)
logic: 0.379 / 0.0881 / 39.5 / 0.291
registers: 0.340 / 0.339 / 51.8 / 0.000229
clock network: 0.299 / 0.169 / 9.86 / 0.130
flip-flops by register name, indices dropped and copies added (netlist names), 4 cells and up:
register,cells
no_burst,4
hpos,10
vpos,10
scanline_pos,8
t_frame_start,32
frame_pos,32
palette,3072
cState,4
frame_start,32
scanline,2560
path summary, 6_finish.rpt:
kind | start | to | depth (start not counted)
setup / recovery | hpos[2]$_SDFF_PP0_ | b[1] | 39
hold / removal | vpos[8]$_SDFFE_PN0P_ | scanline_pos[3]$_SDFF_PN0_ | 5
setup reg to reg | cmd_donel$_SDFF_PP0_ | palette[544][2]$_DFFE_PP_ | 14
hold reg to reg | vpos[8]$_SDFFE_PN0P_ | scanline_pos[3]$_SDFF_PN0_ | 5
max in group clk1 | reset | vpos[9]$_SDFFE_PN0P_ | 4
min in group clk1 | hpos[0]$_SDFF_PP0_ | hpos[0]$_SDFF_PP0_ | 1
cell usage in the layout (no fill, tap or decap), types with 60 or more instances in the layout:
cell type / count
sky130_fd_sc_hd__nand2_1: 2461
sky130_fd_sc_hd__nor2_1: 1060
sky130_fd_sc_hd__o22ai_1: 132
sky130_fd_sc_hd__buf_4: 1175
sky130_fd_sc_hd__a32oi_1: 214
sky130_fd_sc_hd__clkinv_2: 88
sky130_fd_sc_hd__clkdlybuf4s50_1: 65
sky130_fd_sc_hd__clkinv_1: 133
sky130_fd_sc_hd__clkbuf_1: 115
sky130_fd_sc_hd__mux4_2: 1806
sky130_fd_sc_hd__nor3_1: 63
sky130_fd_sc_hd__nor2_2: 133
sky130_fd_sc_hd__dfxtp_1: 63
sky130_fd_sc_hd__diode_2: 503
sky130_fd_sc_hd__nand3_1: 805
sky130_fd_sc_hd__mux2i_1: 1312
sky130_fd_sc_hd__a211oi_1: 267
sky130_fd_sc_hd__bufinv_16: 60
sky130_fd_sc_hd__a21oi_1: 385
sky130_fd_sc_hd__o21ai_0: 165
sky130_fd_sc_hd__a22oi_1: 393
sky130_fd_sc_hd__edfxtp_1: 5697
sky130_fd_sc_hd__a31oi_1: 215
sky130_fd_sc_hd__nor4_1: 68
sky130_fd_sc_hd__a311oi_1: 64
sky130_fd_sc_hd__a221oi_1: 61
sky130_fd_sc_hd__and3_1: 326
sky130_fd_sc_hd__clkbuf_16: 629
sky130_fd_sc_hd__nand4_1: 207
sky130_fd_sc_hd__o211ai_1: 64
routing by layer:
layer	routed length, um	part of all wire	track usage
met5	17800	0.013	0.311
met4	98300	0.072	0.296
met3	315000	0.23	0.525
met2	517000	0.38	0.609
met1	413000	0.30	0.644
worst reg2reg max path, stage by stage (launching register included):
cell	delay (ns)
sky130_fd_sc_hd__dfxtp_1	0.32
sky130_fd_sc_hd__nor2b_1	0.16
sky130_fd_sc_hd__nand2_1	0.25
sky130_fd_sc_hd__inv_1	0.16
sky130_fd_sc_hd__nand2_1	0.08
sky130_fd_sc_hd__nor3_1	0.35
sky130_fd_sc_hd__nand3_1	0.22
sky130_fd_sc_hd__nor3b_1	0.29
sky130_fd_sc_hd__xnor2_1	0.15
sky130_fd_sc_hd__buf_4	0.23
sky130_fd_sc_hd__nor2b_1	0.17
sky130_fd_sc_hd__and2_1	0.78
sky130_fd_sc_hd__nand2_1	0.63
sky130_fd_sc_hd__buf_4	0.41
sky130_fd_sc_hd__nor2_1	0.58
kinds of logic after synthesis:
group                    synth area share
buffers and inverters              0.0287
flip-flops                          0.622
AND/OR/NAND/NOR                    0.0844
other                           0.0000271
adder cells (fa/ha/maj)           0.00168
multiplexers                        0.197
AND-OR/OR-AND                      0.0636
XOR/XNOR                          0.00290
area by class of cell:
class                           count  area [um2]  area share
Antenna cell                      503        1260     0.00403
Inverter                           47         220    0.000705
Sequential cell                  5766      172000       0.552
Tap cell                         7287        9120      0.0292
Multi-Input combinational cell  11200       98600       0.316
Clock buffer                      748       16200      0.0519
Timing Repair Buffer             1292       10400      0.0332
Clock inverter                    376        4190      0.0134
No activity file was given, so power comes from the tool's default toggle rates.
