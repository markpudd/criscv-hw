[./run.sh]
#!/bin/bash
# OpenROAD 26Q1-2900-gdf79404cd8, Yosys 0.63+post, stock flow scripts
make -C /OpenROAD-flow-scripts/flow DESIGN_CONFIG=/design/flow/config.mk WORK_HOME=/design/flow/orfs finish
[./config.mk]
export PLATFORM = sky130hd
export DESIGN_NAME = sdram
export DESIGN_NICKNAME = sdram
export VERILOG_FILES = /design/flow/design.v
export SDC_FILE = /design/flow/constraint.sdc
export NUM_CORES = 4
export LEC_CHECK = 1
export CORE_UTILIZATION = 30
[./constraint.sdc]
current_design sdram

set clk_period 4.7
set clk_io_pct 0.2

create_clock -name clk0 -period $clk_period [get_ports {clk}]

set non_clock_inputs [all_inputs -no_clocks]
set_input_delay [expr $clk_period * $clk_io_pct] -clock clk0 $non_clock_inputs
set_output_delay [expr $clk_period * $clk_io_pct] -clock clk0 [all_outputs]
[./design.v]
module sdram(
				input	  clk,
				input reset,
				input	[31:0]  address,
				input wire rw_req,
				input wire  rw,
				input wire[31:0] write_data,
				input wire[1:0] size,
				output wire[31:0] read_data,
				output data_valid,
				input  mclk,
				inout [15:0] dram_dq,
				output wire [12:0] dram_addr,
				output wire [1:0] dram_dqm,
				output wire dram_cke,
				output wire dram_we_n,
				output wire dram_cas_n,
				output wire dram_ras_n,
				output wire dram_cs_n,
				output wire dram_ba0,
				output wire dram_ba1);
	localparam START_DELAY= 32'd5000; 				
	localparam CAS_DELAY= 32'd1;    
	localparam BANK_DELAY= 32'd2;   
	reg [3:0] state;				
	reg [31:0] delay;
	reg rcount;
	reg [31:0] din;
	reg [15:0] dout;
	reg	[32:0]  i_address;
   reg [12:0] i_dram_addr;
   reg [1:0] i_dram_dqm;
	reg [1:0] i_size;
	reg i_dram_cke;
	reg i_dram_we_n;
	reg i_dram_cas_n;
	reg i_dram_ras_n;
	reg i_dram_cs_n;
	reg i_dram_ba0;
	reg i_dram_ba1;
	reg i_data_valid=0;
	reg wh=0;
	reg rf=0;
	assign dram_addr=i_dram_addr;
	assign dram_cke=i_dram_cke;
	assign dram_we_n = i_dram_we_n;
	assign dram_cas_n =i_dram_cas_n;
	assign dram_ras_n = i_dram_ras_n;
	assign dram_cs_n = i_dram_cs_n;
	assign dram_ba0 = i_dram_ba0;
	assign dram_ba1 = i_dram_ba1;
	reg mode_set;
	reg i_wren;
	assign dram_dqm = i_dram_dqm;  
	assign dram_dq = ~i_wren ? dout : 16'bZ;
	assign read_data = din;
	assign data_valid = i_data_valid;
	always @ (posedge clk) begin
		if(~reset)
		begin
			rcount<=0;
			i_dram_cs_n <=0;
			i_dram_cke <= 1'b0;
			i_dram_cs_n <= 1'b0;
			i_dram_ras_n <= 1'b1;
			i_dram_cas_n <= 1'b1;
			i_dram_we_n <= 1'b1;
			i_data_valid <=0;
			wh <= 0;
			rf <=0;
			state<=4'h0;
			mode_set <=0;
			delay<=START_DELAY;
		end
		else
			rcount <= rcount^1'b1;
			case(state)
				4'h0: begin   
					i_dram_cke <= 1'b0;
					if(delay == 31'h0)
					begin
						state<=4'h1;
					end
					else
						delay <= delay -31'h1;
					end
				4'h1: begin   
						i_dram_cke <= 1'b1;
						i_dram_cs_n <= 1'b0;
						i_dram_ras_n <= 1'b1;
						i_dram_cas_n <= 1'b1;	
						i_dram_we_n <= 1'b1;
						state<=4'h2;
						 end
				4'h2: begin   
						i_dram_cke <= 1'b1;
						i_dram_cs_n <= 1'b0;
						i_dram_ras_n <= 1'b0;
						i_dram_cas_n <= 1'b1;
						i_dram_we_n <= 1'b0;
						i_dram_addr[10] <= 1'b1;
						i_dram_ba0 <= 1'b0;
						i_dram_ba1 <= 1'b0;
						state<=4'h3;
						delay<=18;
						 end
				4'h3: begin    
						if(delay==0)
						begin
							if(mode_set == 0)
								state<=4'h5;
							else
								state<=4'h6;
						end
						else
						begin
						if(delay ==16 || delay == 8)
							begin
								i_dram_cke <= 1'b1;  
								i_dram_cs_n <= 1'b0;
								i_dram_ras_n <= 1'b0;
								i_dram_cas_n <= 1'b0;
								i_dram_we_n <= 1'b1;
							end
							else 
							begin
								i_dram_cs_n <= 1'b0;   
								i_dram_ras_n <= 1'b1;
								i_dram_cas_n <= 1'b1;
								i_dram_we_n <= 1'b1;
							end
							delay <= delay - 32'b1;
						end
						end
				4'h5: begin   
							i_dram_cs_n <= 1'b0;   
							i_dram_ras_n <= 1'b0;
							i_dram_cas_n <= 1'b0;
							i_dram_we_n <= 1'b0;
							i_dram_addr[0] <= 1'b0;   
							i_dram_addr[1] <= 1'b0;
							i_dram_addr[2] <= 1'b0;
							i_dram_addr[3] <= 1'b0;
							i_dram_addr[4] <= 1'b0;
							i_dram_addr[5] <= 1'b1;
							i_dram_addr[6] <= 1'b0;
							i_dram_addr[7] <= 1'b0;
							i_dram_addr[8] <= 1'b0;
							i_dram_addr[9] <= 1'b0;    
							i_dram_addr[10] <= 1'b0;
							i_dram_addr[11] <= 1'b0;
							i_dram_addr[12] <= 1'b0;
							i_dram_ba0 <= 1'b0;
							i_dram_ba1 <= 1'b0;
							mode_set <=1;
								delay<=1;
							state<=4'h6;
					   end
					4'hD: begin   
						if(delay ==0)
							begin
								state<=4'h6;
							end
							else
							begin
								i_dram_cs_n <= 1'b0;   
								i_dram_ras_n <= 1'b1;
								i_dram_cas_n <= 1'b1;
								i_dram_we_n <= 1'b1;
								delay <= delay - 32'b1;
							end
					   end
				4'h6: begin   
					i_data_valid <=0;
						if((rw_req==1 || wh==1) && delay==0 && address>= 32'h30000 && ~address[31] && rf==0 )
						begin
								if(wh==0) 
								begin
									i_address = (address-32'h30000);
									i_size <= size;
								end
								else 
									i_address=address+2;
								if(rw)
									i_wren <=1;
								else
									i_wren <=0;
								i_dram_cs_n <= 1'b0;   
								i_dram_ras_n <= 1'b0;
								i_dram_cas_n <= 1'b1;
								i_dram_we_n <= 1'b1;
								i_dram_addr[12:0]<= 12'h0;  
								i_dram_ba0 <= 1'b1;  
								i_dram_ba1 <=  1'b0;  
								if(size == 2'b0 && rw==1'b1) 
									i_dram_dqm <= {address[0], ~address[0]};		
								else
									i_dram_dqm <= 2'b00;
								delay<=BANK_DELAY;
								state<=4'h7;
						end
						else
						begin
							if(delay > 0)
								delay <= delay -31'h1;
							else
								delay<=0;
							if(delay == 0) 
							begin
								state<=4'h3;
								delay<=8;
							end
								end
						end
				4'h7: begin   
						if(delay ==0)
						begin
							i_dram_addr[9:0] =i_address[10:1];   
							i_dram_addr[10] <= 1'b1;
							i_dram_ba0 <=  1'b1;  
							i_dram_ba1 <=  1'b0;  
							if(rw==0)   
							begin
								i_dram_cs_n <= 1'b0;   
								i_dram_ras_n <= 1'b1;
								i_dram_cas_n <= 1'b0;
								i_dram_we_n <= 1'b1;
								delay<=CAS_DELAY;
								state<=4'h8;
							end
							else
							begin
								i_dram_cs_n <= 1'b0;   
								i_dram_ras_n <= 1'b1;
								i_dram_cas_n <= 1'b0;
								i_dram_we_n <= 1'b0;
								case(i_size)
									2'h2: begin
											if(wh)
											begin
												dout <= {write_data[23:16],write_data[31:24]};
												wh<=0;
											end
											else
											begin
													dout <= {write_data[7:0],write_data[15:8]};
												wh<=1;
											end
											end
									2'h1: begin
												dout <= {write_data[7:0],write_data[15:8]};
											end
									2'h0: begin
												if(i_address[0])
												begin
													dout[7:0] <= {8'h0,write_data[7:0]};
												end
												else
												begin
													dout[15:8] <= {8'h0,write_data[7:0]};
												end
											end
									endcase
								delay<=6;
								state<=4'hC;
							end
						end
						else
						begin
								i_dram_cs_n <= 1'b0;   
								i_dram_ras_n <= 1'b1;
								i_dram_cas_n <= 1'b1;
								i_dram_we_n <= 1'b1;
								delay <= delay -31'h1;
						end
					end
				4'h8: begin   
						i_dram_cs_n <= 1'b0;   
						i_dram_ras_n <= 1'b1;
						i_dram_cas_n <= 1'b1;
						i_dram_we_n <= 1'b1;
						i_dram_dqm <= 2'b0;
						if(delay == 31'h0)
						begin
						case(i_size)
							2'h2: begin
									if(wh)
									begin
										din[15:0] <= {dram_dq[7:0],dram_dq[15:8]};
										i_data_valid <=1;
										wh<=0;
									end
									else
									begin
										din[31:16] <= {dram_dq[7:0],dram_dq[15:8]};
										wh<=1;
									end
									end
							2'h1: begin
										din[15:0] <= {dram_dq[7:0],dram_dq[15:8]};
										i_data_valid <=1;
									end
							2'h0: begin
										if(i_address[0])
										begin
											din <= {24'h0,dram_dq[7:0]};
										end
										else
										begin
											din <= {24'h0,dram_dq[15:8]};
										end
										i_data_valid <=1;
									end
								endcase
							delay<=31'd0;
							state<=4'h9;
						end
						else
					    	delay <= delay -31'h1;
						end
				4'h9: begin   
						i_data_valid <=0;
						i_dram_cs_n <= 1'b0;   
						i_dram_ras_n <= 1'b1;
						i_dram_cas_n <= 1'b1;
						i_dram_we_n <= 1'b1;
						i_dram_dqm <= 2'b0;
						if(delay == 31'h0)
						begin
							delay<=0;
							state<=4'h6;
						end
								else
					    	delay <= delay -31'h1;
						 end			
				4'hC: begin   
						i_dram_cs_n <= 1'b0;   
						i_dram_ras_n <= 1'b1;
						i_dram_cas_n <= 1'b1;
						i_dram_we_n <= 1'b1;
						i_dram_dqm <= 2'b0;
						i_wren <=0;
						if(delay == 31'h0)
						begin
						if(~wh)
							i_data_valid <=1;
						delay<=0;
						state<=4'h6;
						end
								else
					    	delay <= delay -31'h1;
						 end				 
			endcase
	end
endmodule
==> summary.txt <==
Physical implementation

The flow did not finish. The flow halted during clock tree synthesis. The tool reported: "[error] [KeplerFormal.cpp:679] Workflow failed: Iso has multiple drivers: .dram_dq8, dram_dq[8]$_DFFE_PP_.Q0".

The largest total area in the synthesized netlist belongs to edfxtp_1. By area the synthesized netlist is led by edfxtp_1 (38%), dfxtp_1 (17%), a21oi_1 (3.4%), nor2_1 (3.3%), mux2_2 (3.2%). The die span in y is 143 um.

The post-synth count of flops with an enable pin is 75. The count of H-tree levels built during CTS is 4. The main flop type is edfxtp_1. The setup slack after placement is 0.949 ns. Synthesis handed over a netlist of 556 instances. The netlist uses 70 different library cells.

The final weighted congestion in routability-driven placement is 0.835. The I/O pin count is 142. In this run, CTS created clock tree buffers numbering 17. The clock passes through at most 2 buffers. For this design, Yosys synthesis ends with a cell count of 556.

The total of warnings raised by yosys is 2. The die boundary width is 143 um. In this run the post-CTS setup repair buffer count came out at 0.

The count of buffers from port buffering is 116. The post-detailed-placement half-perimeter wirelength is 10600 um. Yosys reported that registers with async set or reset make up 0%. The share of synthesized area in the top cell type comes to 37.8%. After synthesis, flip-flops and latches occupy 54.6% of the total area. For reference, the placement row count at floorplan is 51. The cell sitting at the root of the clock tree is a clkbuf_16. The share of the core area taken by cells at floorplan is 30.6%.

The instance area at placement is 7390 um2. The number of hold-repair buffers added at the cts stage is 0. Once the clock tree was built, the resizer swapped 0 gates to a different size. Each instance of the synthesized netlist takes up on average 10.7 um2. Yosys reported a register bit count of 125. In this run the cell area of the synthesized design comes to 5960 um2. The synthesized chip area reported by yosys is 5960 um2. The CTS log lists the clock sinks for this run as 125.
-- synth_stat cells, types with 11 or more instances --
master / instances
o21ai_0: 12
nor3_1: 14
o21ai_1: 16
nand2_1: 28
xnor2_1: 11
a21oi_1: 40
mux2_2: 17
nor4_1: 14
edfxtp_1: 75
and2_1: 17
nor2b_1: 27
inv_1: 11
nand3_1: 17
clkbuf_1: 17
dfxtp_1: 50
nor2_1: 53
-- per-stage QoR --
stage / utilization (%) / power [uW] / instances / hold WS, ns
3_5_place_dp: 38.0 / 1270 / 917 / 0.372
3_3_place_gp: 38.0 / 1270 / 917 / 0.368
2_1_floorplan: - / 1210 / 558 / 0.351
-- cell families after synthesis --
family                   share of synthesized area, %
AND-OR/OR-AND                                    13.4
XOR/XNOR                                         2.64
adder cells (fa/ha/maj)                         0.630
buffers and inverters                            3.44
flip-flops                                       54.6
multiplexers                                     4.55
other                                          0.0629
AND/OR/NAND/NOR                                  20.7
Power figures rest on the tool's default switching activity, not on a simulated workload.
